==> design/flow/design.v <==
`timescale 1ns / 1ps
module top(mclk, OutBlue, OutGreen, OutRed, HS, VS);
	input mclk;
	output [2:0] OutRed;
	output [2:0] OutGreen;
	output [1:0] OutBlue;
	output HS, VS;
	vga vgainst(.ck(mclk), .HS(HS), .VS(VS), .outRed(OutRed), .outGreen(OutGreen), .outBlue(OutBlue));
endmodule
`timescale 1ns / 1ps
module vga(ck, Hcnt, Vcnt, HS, VS, outRed, outGreen, outBlue);
	input ck;
	output reg HS, VS;
	output reg [2:0] outRed, outGreen;
	output reg [1:0] outBlue;
	output reg [9:0] Hcnt, Vcnt;	
	reg ck25MHz;
	always @ (posedge ck)
		ck25MHz<= ~ck25MHz;
	always @ (posedge ck25MHz) begin
		if (Hcnt == 800-1) begin
			Hcnt<= 10'h0;
			if (Vcnt == 521-1) 
				Vcnt <= 10'h0;
			else 
				Vcnt <= Vcnt + 10'h1;
		end
		else 
			Hcnt<= Hcnt +10'h1;
	end
	always @(posedge ck25MHz) begin
		if (Hcnt == 640-1 +16)
			HS<=1'b0;
		else if (Hcnt == 640-1+16+96)
			HS<=1'b1;
	end
	always @(posedge ck25MHz) begin
		if (Vcnt ==480-1+10)
			VS <= 1'b0;
		else if (Vcnt== 480-1+10+2)
			VS <= 1'b1;	
	end 
	always @ (posedge ck25MHz) begin
		if ((Hcnt <640) && (Vcnt < 480)) begin
			if (Vcnt[7:6] == 2'b01) begin
				 outRed <= Vcnt[5:3]; 
				 outGreen <= 3'b000; 
				 outBlue <= 2'b00; 
			end
			else if (Vcnt[7:6] == 2'b00) begin
				 outRed <= 3'b000; 
				 outGreen <= Vcnt[5:3]; 
				 outBlue <= 2'b00; 
			end
			else if (Vcnt[7:6] == 2'b10) begin
				 outRed <= 3'b000; 
				 outGreen <= 3'b000; 
				 outBlue <= Vcnt[5:4]; 
			end
			else begin
				outRed[2:1] <= Vcnt[5:4]; 
				outGreen[2:1] <= Vcnt[5:4]; 
				outBlue <= Vcnt[5:4]; 
			end
		end
		else begin
			outRed <= 3'b000;
			outGreen <= 3'b000;
			outBlue <= 2'b00;
		end
	end
endmodule
==> design/flow/run.sh <==
#!/bin/bash
# OpenROAD 26Q1-2900-gdf79404cd8, Yosys 0.63+post, stock flow scripts
make -C /OpenROAD-flow-scripts/flow DESIGN_CONFIG=/design/flow/config.mk WORK_HOME=/design/flow/orfs finish
==> design/flow/config.mk <==
export PLATFORM = sky130hd
export DESIGN_NAME = top
export DESIGN_NICKNAME = top
export VERILOG_FILES = /design/flow/design.v
export SDC_FILE = /design/flow/constraint.sdc
export NUM_CORES = 4
export LEC_CHECK = 1
export CORE_AREA = 10 10 97 97
export DIE_AREA = 0 0 107 107
==> design/flow/constraint.sdc <==
current_design top

set clk_period 1.1
set clk_io_pct 0.2

create_clock -name clk0 -period $clk_period [get_ports {mclk}]

set non_clock_inputs [all_inputs -no_clocks]
set_input_delay [expr $clk_period * $clk_io_pct] -clock clk0 $non_clock_inputs
set_output_delay [expr $clk_period * $clk_io_pct] -clock clk0 [all_outputs]
==> job_summary.md <==
### Flow metrics

| Metric | Value |
|---|---|
| Clock slew at reported path FFs | `0 ns` |
| Fmax | `2.19 GHz` |
| Worst hold slack | `0.365 ns` |
| First-pass GRT wire length | `3.68 mm` |
| Hold_buf cts | `0` |
| CP top delay family | `flip-flops` |
| Overflow after GRT | `0` |
| Clock Latency Late Sink | `0 ns` |
| Slew @ Worst Pin | `0.391 ns` |
| Starting density of the core | `18.8%` |
| DP Wirelength | `1.56 mm` |
| Pin count of the biggest net entering global routing | `31` |
| Layout cells sized above 1 | `6.92%` |
| R2R depth | `1` |
| Total GRT Usage | `3.63%` |
| DP Area | `1570 um^2` |
| Number of cells on the critical path | `1` |
| Top Layout Cells | `dfxtp_1, clkdlybuf4s50_1, edfxtp_1` |
| Top FF cell, synth | `dfxtp_1` |
| Hold Crit Class | `flop to flop` |
| Vias in the first global route | `788` |
| Crit. Startpoint | `vgainst.ck25MHz$_DFF_P_` |
| Critical Path, Cell by Cell | `inv_1` |
| Cell Type Count | `40` |
| Yosys stat cell total | `125` |
| FF-to-FF setup slack | `0.64 ns` |
| Slew Viols, Final | `0` |
| Width of the die | `107 um` |
| Fin crit share | `41.6%` |
| Mapped Cells | `125` |
| DR DRC count | `0` |
| Ant diodes | `0` |
| Post-CTS Resized | `0` |
| ANT nets after route | `0` |
| CP max FO | `2` |
| Clk_skew | `0 ns` |
| Register pins left without a clock | `30` |
| CP bufs+invs | `1` |
| Endpoint type of the worst setup path | `flop` |
| CP Data Required Time | `0.99 ns` |
| Ys flops | `31` |
| Total power | `37.0 uW` |
| RSZ-0062 raised after global routing | `false` |
| Slowest CP cell | `dfxtp_1` |
| Logic area | `603 um^2` |
| DR vias | `890` |
| Mapped Area | `1370 um^2` |
| Setup bufs post-CTS | `0` |
| Endpoints left unconstrained | `50` |
| DRT iter0 DRCs | `40` |
| Vias/cell | `3.89` |
| Leakage power | `0.000579 uW` |
| Register area | `721 um^2` |
| Startpoint class of the critical path | `flop` |
| Yosys Chip Area | `1370 um^2` |
| Async SR Flop Fraction | `0%` |
| Wire length per cell | `9.26 um` |
| I/O pin total | `11` |
| Max Cap Viol | `0` |
| Slew headroom | `73.8%` |
| Chip area | `11400 um^2` |
| Iteration tally of the first detailed-router pass | `4` |
| RePlAce Congestion | `0.811` |
| Floorplan core area | `7290 um^2` |
| Critical Path End | `vgainst.ck25MHz$_DFF_P_` |
| Post-synth EDFFs | `10` |
| Setup TNS | `0 ns` |
| Final Cell Area | `1570 um^2` |
| RR Endpoint | `vgainst.ck25MHz$_DFF_P_` |
| Final hold violations | `0` |
| Max stage delay on crit path | `0.31 ns` |
| Pwr/cell area | `23.6 nW/um^2` |
| Initial antenna violation count | `0` |
| Yosys warns | `1` |
| Post-synth seq share | `52.7%` |
| CP arrival | `0.35 ns` |
| # setup viols final | `0` |
| Post-Route WL | `2.12 mm` |
| Max IR drop VDD | `128 uV` |
| R2R Path Start | `vgainst.ck25MHz$_DFF_P_` |
| Min cycle time layout | `0.457 ns` |
| Die height | `107 um` |
| P&R area growth vs syn | `14.5%` |
| Port Buf Inserts | `10` |
| Tool warning count | `30` |
| Setup CP Type | `flop to flop` |
| FILL cells | `813` |
| Syn_area_per_cell | `10.9 um^2` |
| Outcome | `completed` |
| # rows | `31` |
| Most numerous logic cell after layout | `dfxtp_1` |
## area by class of cell
class,instances,share of cell area (%)
Inverter,3,0.719
Multi-Input combinational cell,85,38.5
Sequential cell,31,46.0
Tap cell,99,7.91
Timing Repair Buffer,11,6.87
## worst min path at each step
stage,start,end,slack (ns),cells past startpoint
CTS,vgainst.ck25MHz$_DFF_P_,vgainst.ck25MHz$_DFF_P_,0.37,1
finish,vgainst.ck25MHz$_DFF_P_,vgainst.ck25MHz$_DFF_P_,0.36,1
global route,vgainst.ck25MHz$_DFF_P_,vgainst.ck25MHz$_DFF_P_,0.38,1
## report_power, final
group,total [uW],leakage (uW),switching [uW],internal [uW]
sequential,37.0,0.000284,0,37.0
combinational,0.000296,0.000296,0,0
clock,0,0,0,0
## layer usage
metal  track usage (%)  vias up  part of all wire (%)
met4                 0        0                     0
met3             0.849        0                   6.8
met2              5.36       15                    42
met1              5.59      410                    51
met5                 0        -                     0
li1                  -      465                     -
## Yosys cell counts, types with 4 or more instances
master | number | area, um^2
dfxtp_1 | 21 | 420
edfxtp_1 | 10 | 300
nand3_1 | 8 | 40.0
nor2_1 | 8 | 30.0
xor2_1 | 8 | 70.1
nand2_1 | 7 | 26.3
and3_1 | 6 | 37.5
xnor2_1 | 5 | 43.8
buf_2 | 4 | 20.0
ha_1 | 4 | 50.1
nor3_1 | 4 | 20.0
## per-stage QoR
stage	std cells	util [%]	setup slack, ns
after floorplan	125	-	0.255
after CTS	229	21.5	0.637
after global routing	229	21.5	0.626
after global placement	229	21.5	0.647
after detailed placement	229	21.5	0.637
final	229	21.5	0.643
## cells by family (layout without fill, tap and decap cells)
family,Yosys count,count (layout),synth area share (%)
xor+xnor,13,13,8.33
simple gates,52,52,24.0
buf+inv,9,14,3.20
compound gates,15,15,7.32
flops,31,31,52.7
mux,1,1,0.823
fa+ha+maj,4,4,3.66
## sequential cells by signal, summed over array words and instances (netlist names)
| register | cells |
|---|---|
| vgainst.outBlue | 2 |
| vgainst.VS | 1 |
| vgainst.HS | 1 |
| vgainst.Vcnt | 10 |
| vgainst.outGreen | 3 |
| vgainst.ck25MHz | 1 |
| vgainst.outRed | 3 |
| vgainst.Hcnt | 10 |
Power and IR drop assume default switching activity.
