==> /design/flow/design.v <==
module scan_unit(clk_s, rst_s, sseg_s, anode_s, sout_s);
	input clk_s, rst_s;
	input [31:0] sseg_s;
	output [7:0] sout_s;
	output  [3:0] anode_s;
	reg [7:0] sout_s;
	reg [3:0] anode_s;
	reg [14:0] cntr;
	always @(posedge clk_s) begin
			if(rst_s) begin
				cntr<=15'd0;
				sout_s <= 8'b11111111;
			end else begin
				cntr <= cntr +1;
			   if (cntr>15'd24000 && cntr<15'd31000)begin
					sout_s<=sseg_s[31:24];
					anode_s<=4'b0111;
				end
				else if (cntr>15'd16000 && cntr<15'd23000)begin
					sout_s<=sseg_s[23:16];
					anode_s<=4'b1011;
				end
				else if (cntr>15'd8000 && cntr<15'd15000)begin
					sout_s<=sseg_s[15:8];
					anode_s<=4'b1101;
				end
				else if (cntr>15'b0 && cntr<15'd7000)begin
					sout_s<=sseg_s[7:0];
					anode_s<=4'b1110;
				end
			end		
   end
endmodule
==> /design/flow/run.sh <==
#!/bin/bash
# OpenROAD 26Q1-2900-gdf79404cd8, Yosys 0.63+post, stock flow scripts
make -C /OpenROAD-flow-scripts/flow DESIGN_CONFIG=/design/flow/config.mk WORK_HOME=/design/flow/orfs finish
==> /design/flow/config.mk <==
export PLATFORM = sky130hd
export DESIGN_NAME = scan_unit
export DESIGN_NICKNAME = scan_unit
export VERILOG_FILES = /design/flow/design.v
export SDC_FILE = /design/flow/constraint.sdc
export NUM_CORES = 4
export LEC_CHECK = 1
export CORE_AREA = 10 10 101 101
export DIE_AREA = 0 0 111 111
==> /design/flow/constraint.sdc <==
current_design scan_unit

set clk_period 7.3
set clk_io_pct 0.2

create_clock -name clk0 -period $clk_period [get_ports {clk_s}]

set non_clock_inputs [all_inputs -no_clocks]
set_input_delay [expr $clk_period * $clk_io_pct] -clock clk0 $non_clock_inputs
set_output_delay [expr $clk_period * $clk_io_pct] -clock clk0 [all_outputs]
==> ci_impl_report.md <==
## Implementation flow summary

| Metric | Value |
|---|---|
| Chip Height | 111 um |
| Worst-Margin Slew | 690 ps |
| Top cells, area | dfxtp_1 (28%), edfxtp_1 (7.2%), o211ai_2 (6.0%) |
| Antenna-violating nets left | 0 |
| Largest net degree at the start of global routing | 33 |
| # port buffers | 45 |
| Synth Seq Share | 0.348 |
| HP Start | sout_s[0] |
| Core area | 8130 um2 |
| Top-Level Pins | 46 |
| CP Launch Point | cntr[8] |
| Hold Path Class | flop to flop |
| Net Sw Frac | 0.227 |
| Layout area overhead | 31.3% |
| Synthesis warning total | 1 |
| Inserted Diodes | 0 |
| First-pass detailed-route iteration total | 4 |
| Slowest stage delay, CP | 670 ps |
| Post-synth cell types | 43 |
| Pre-CTS worst setup slack | 4340 ps |
| Layout cells sized above 1 | 0.100 |
| Chip area | 12300 um2 |
| Critical path startpoint category | flop |
| Worst VDD drop | 0.0802 mV |
| Share of power burned in registers | 0.542 |
| FP Rows | 33 |
| FMAX | 336 MHz |
| Count of library flops with an enable pin | 4 |
| CP endpoint kind | flop |
| Critical path's slowest cell | or4_4 |
| Leading area contributor after synthesis | dfxtp_1 |
| Crit path to | anode_s[0] |
| First-pass GRT wire length | 6980 um |
| Setup TNS | 0 ps |
| Yosys top cell by instances | dfxtp_1 |
| Sinks on Clock Net | 27 |
| Pint | 0.000231 W |
| DP Area | 2140 um2 |
| Post-Route WL | 4270 um |
| Clk latency late pin | 270 ps |
| Fin. max-slew vios | 0 |
| Yosys Chip Area | 1670 um2 |
| Total CTS buffers | 3 |
| Max Root-Sink Buffers | 2 |
| Outcome | finished, final reports clean |
| Root Driver | clkbuf_8 |
| Critical-path maximum fanout | 17 |
| Vias/cell | 4.50 |
| Dominant Register Cell | dfxtp_1 |
| Final tally of hold violations | 0 |
| Power Dens Cells | 136 nW/um2 |
| Filler cells | 829 |
| Util after Layout | 0.269 |
| Final Setup Violations | 0 |
| Vias in the first global route | 1438 |
| Minimum clock period | 2980 ps |
| Syn Area/Cell | 9.48 um2 |
| Top cells by count | dfxtp_1 (23), nor2_1 (13) |
| DRT iter0 DRCs | 45 |
| CTS clk-pin slew, worst paths | 90 ps |
| Setup slack after layout | 4320 ps |
| Setup Buffers After CTS | 0 |
| Post-CTS Resized | 0 |
| DRC viols | 0 |
| Die Width | 111 um |
| Hold path depth | 1 |
| Synthesized area | 1670 um2 |
| Reg-to-reg slack, setup | 4320 ps |
| Detailed-route via count | 1416 |
| Antenna violations before repair | 0 |
| WL per Instance | 13.6 um |
| Worst r2r path cells | 5 |
| Critical path arrival | 2930 ps |
| Unrepaired setup endpoints after global routing | no |
| Worst r2r src | cntr[8] |
| Post-layout instance area | 2190 um2 |
| Maxcap violations | 0 |
| Fp_density | 0.205 |
| Post-synth ARST share | 0 |
| Net Sw Power | 0.0000677 W |
| CTS tree | yes |
| Cell chain of the critical path | and4b_1 > nor4b_1 > or4_4 > or4b_1 > nor2b_1 |
| Hold_buf cts | 0 |
| Gate power share | 0.178 |
| Clock Skew | 3.13 ps |
| Total power | 0.000298 W |
| GRT Total Usage | 0.0655 |
| H-tree levels | 1 |
| OpenROAD warnings | 26 |
| Hpwl dp | 3290 um |
| Worst slew margin | 0.540 |
| Clk network pwr share | 0.279 |
| Global route total overflow | 0 |
| Final Wtd Congestion | 0.822 |
| Synth flops | 27 |
| Kind of critical path | flop to flop |
| Synthesized netlist cell count | 176 |
| Max-area cell share | 0.276 |
| R2R Path End | anode_s[0] |
| Post-route clock period utilization | 0.408 |
| Yosys cell count | 176 |
| Static leakage | 0.779 nW |
| Worst Path Required | 7250 ps |
[cell usage in the layout, fill, tap and decap left out, types with 2 or more instances in the layout]
cell type,Yosys,layout
a211oi_1,3,3
o31a_1,8,8
clkbuf_8,0,3
xnor2_1,7,7
o21ai_0,5,5
and4b_1,2,2
inv_1,7,7
and4_2,2,2
buf_4,1,3
xor2_1,3,3
or3_1,3,3
o211ai_2,8,8
a31oi_1,2,2
a221oi_1,8,8
nand3_1,8,8
nor2b_1,3,3
clkdlybuf4s50_1,0,45
mux2i_1,8,8
nor3_1,7,7
dfxtp_1,23,23
ha_1,2,2
nor2_1,13,13
nor4_4,2,2
and3_1,2,2
nand2_1,6,6
edfxtp_1,4,4
a21oi_1,7,7
and2_1,2,2
[through the flow]
| step | std cells | hold WS [ps] |
|---|---|---|
| 3_5_place_dp | 311 | 472 |
| 5_1_grt | 315 | 518 |
| 4_1_cts | 315 | 495 |
| 2_1_floorplan | 176 | 430 |
| 3_3_place_gp | 311 | 465 |
| 6_report | 315 | 488 |
[cells by family (layout without fill, tap and decap cells)]
| group | Yosys count | count (layout) | share of synthesized area |
|---|---|---|---|
| flip-flops | 27 | 27 | 0.348 |
| AND/OR/NAND/NOR | 58 | 58 | 0.216 |
| XOR/XNOR | 10 | 10 | 0.0525 |
| adder cells (fa/ha/maj) | 2 | 2 | 0.0150 |
| multiplexers | 8 | 8 | 0.0480 |
| AND-OR/OR-AND | 46 | 46 | 0.228 |
| buffers and inverters | 25 | 59 | 0.0923 |
[layout make-up]
cell class	instances	area, um2	share of cell area
Timing Repair Buffer	48	473	0.216
Tap cell	105	131	0.0600
Sequential cell	27	581	0.265
Inverter	7	26.3	0.0120
Multi-Input combinational cell	124	933	0.426
Clock buffer	4	45.0	0.0206
[metal layers]
metal / GRT usage / up-vias / share of wire
met5: 0 / - / 0
met4: 0.0104 / 0 / 0.018
met3: 0.0148 / 4 / 0.045
met2: 0.113 / 21 / 0.50
met1: 0.0828 / 665 / 0.44
li1: - / 726 / -
[registers in the layout, indices dropped and copies added (netlist names)]
name / count
sout_s: 8
cntr: 15
anode_s: 4
[power by group through the flow]
stage	sequential, W	combinational [W]	clock, W
4_1_cts	0.000162	0.0000544	0.0000876
5_1_grt	0.000163	0.0000584	0.0000948
6_report	0.000162	0.0000532	0.0000833
[worst min-delay path by stage]
stage,endpoint,slack [ps]
after CTS,sout_s[1],500
after global routing,sout_s[2],520
final,sout_s[0],490
[worst max-delay path, delay by kind of cell, from the launching register on]
kind	cells	cell delay [ps]
flip-flops	1	550
AND/OR/NAND/NOR	5	2090
No activity file was given, so power comes from the tool's default toggle rates.
