--- run.sh ---
#!/bin/bash
# OpenROAD 26Q1-2900-gdf79404cd8, Yosys 0.63+post, stock flow scripts
make -C /OpenROAD-flow-scripts/flow DESIGN_CONFIG=/design/flow/config.mk WORK_HOME=/design/flow/orfs finish
--- config.mk ---
export PLATFORM = sky130hd
export DESIGN_NAME = binary2bcd
export DESIGN_NICKNAME = binary2bcd
export VERILOG_FILES = /design/flow/design.v
export SDC_FILE = /design/flow/constraint.sdc
export NUM_CORES = 4
export LEC_CHECK = 1
export CORE_AREA = 10 10 109 109
export DIE_AREA = 0 0 119 119
--- constraint.sdc ---
current_design binary2bcd

set clk_period 2.0
set clk_io_pct 0.2

create_clock -name clk0 -period $clk_period [get_ports {clk}]

set non_clock_inputs [all_inputs -no_clocks]
set_input_delay [expr $clk_period * $clk_io_pct] -clock clk0 $non_clock_inputs
set_output_delay [expr $clk_period * $clk_io_pct] -clock clk0 [all_outputs]
--- design.v ---
`timescale 1ns / 1ps
module binary2bcd(clk, rst, binary, bcd);
input clk, rst;
input [7:0] binary;
output reg [11:0] bcd;
reg [1:0] state;
reg [3:0] numberOfBits;
reg [7:0] binary_temp;
reg [11:0] bcd_temp; 
always@(posedge clk) begin
	if(rst) begin
		numberOfBits <= 0;
		binary_temp <= 0;
		bcd_temp <= 0;
		bcd <= 0;
		state <= 0;
	end
	else begin
		case(state)
		2'b00: begin
			numberOfBits <= 7;
			binary_temp <= binary;
			bcd_temp <= 0;
			state <= 2'b01;
		end
		2'b01: begin
			if(bcd_temp[3:0] > 4'b0100)
				bcd_temp[3:0] <= bcd_temp[3:0] + 4'b0011;
			if(bcd_temp[7:4] > 4'b0100)
				bcd_temp[7:4] <= bcd_temp[7:4] + 4'b0011;
			if(bcd_temp[11:8] > 4'b0100)
				bcd_temp[11:8] <= bcd_temp[11:8] + 4'b0011;
			state <= 2'b10;
		end		
		2'b10: begin
			numberOfBits <= numberOfBits - 1'b1;
			bcd_temp[11:1] <= bcd_temp[10:0];
			bcd_temp[0] <= binary_temp[7];
			binary_temp[7:1] <= binary_temp[6:0];
			binary_temp[0] <= 1'b0;
			if(numberOfBits == 0)
				state <= 2'b11;
			else
				state <= 2'b01;
		end
		2'b11: begin
			bcd <= bcd_temp;
			state <= 2'b00;
		end
		endcase
	end
end
endmodule
==> flow_summary.yaml <==
# implementation run metrics
power:
  cellPowerDensity_nw_per_um2: 694
  power_w: 0.00169
  leakage_nw: 0.870
  ir_worst_vdd_uv: 287
flow_run:
  tool_warnings: 28
  cap_violations: 0
critical_path:
  critPathCaptureType: "register"
  crit_type: "register to register"
  critPathLaunchType: "register"
  r2r_setup_slack_ns: 0.29
  crit-reg2reg-launch: "bcd_temp[4]$_SDFFE_PP0P_"
  worstPathArrival_ns: 1.86
  crit_fanout: 5
  reg2reg_to: "bcd_temp[4]$_SDFFE_PP0P_"
  cp.required_ns: 2.15
  reg2reg_depth: 5
routing:
  via_per_inst: 4.30
  vias: 1538
  ant_nets: 0
  drc_errors: 0
  drt-pass1-iter-count: 4
  drt-total-wl_um: 3830
  diodes: 0
  drtIter0Drc: 55
  wire_per_inst_um: 10.7
floorplanning:
  fp_util_pct: 20.9
  chipHeight_um: 119
  coreArea_sq_um: 9640
  rows: 36
  chipArea_sq_um: 14200
  die_width_um: 119
  io_pins: 22
final_timing:
  setup_viol: 0
  min_period_ns: 1.71
  tightest_slew_ns: 0.593
  finalSetupTns_ns: 0
  slew_viol_final: 0
  max_freq_mhz: 586
  slew_headroom_pct: 60.4
  period_used_pct: 85.3
  timing.final.ws_setup_ns: 0.294
  fin_skew_ns: 0.0118
  rsz0062_at_grt: "no"
  final-hold-violation-count: 0
synthesis:
  synth_cells: 205
  yosys_warnings: 1
  syn_avg_cell_area_sq_um: 9.84
  ys_cells: 205
  netlist_area_sq_um: 2020
  ys_area_sq_um: 2020
  flop_cell: "dfxtp_1"
  synth_seq_share_pct: 39.7
  async_reset_ff_share_pct: 0
  edf_count: 0
  synth_flops: 40
  synth.distinct_cells: 31
clock_tree:
  htreeDepth: 2
  postCtsSetupBuffers: 0
  cts_buffer_depth: 2
  ctsHoldBuffers: 0
  clk_latency_ns: 0.29
  cts_resized: 0
  clock-sinks: 40
  root_buffer: "clkbuf_8"
  cts_made_buffers: 5
  cts_tree: "built"
  clk_pin_slew_worst_paths_ns: 0.08
worst_hold_path:
  hp-class: "register to register"
  holdPathEnd: "state[3]$_DFF_P_"
  holdPathStages: 1
  hold_start: "numberOfBits[3]$_SDFFE_PP0P_"
place:
  gp_congestion: 0.874
  dp_cells: 351
  dpl.hpwl_um: 2680
  post-place-ws_ns: 0.349
  portBuffers: 21
run_status:
  status: "completed"
global_routing:
  antenna_found_initial: 0
  gr-total-overflow: 0
  grt_pass1_vias: 1529
  grt_pass1_wl_um: 6770
  grt_max_degree: 44
  grtUsageTotal_pct: 5.45
finish:
  final_cells: 358
  utilization_pct: 25.2
  post_route_cells_drive_above_1_share_pct: 12.4
  syn_to_final_growth_pct: 20.6
## final cells by class
| class | instances | area, sq um |
|---|---|---|
| Tap cell | 133 | 166 |
| Sequential cell | 40 | 801 |
| Clock inverter | 2 | 12.5 |
| Clock buffer | 5 | 68.8 |
| Multi-Input combinational cell | 138 | 1070 |
| Fill cell | 1048 | 7210 |
| Inverter | 13 | 48.8 |
| Timing Repair Buffer | 27 | 268 |
## synthesized netlist by cell type, types with 2 or more instances
| cell | count | area [sq um] |
|---|---|---|
| a21o_1 | 3 | 22.5 |
| buf_4 | 2 | 15.0 |
| nand2_1 | 2 | 7.51 |
| nor3_1 | 5 | 25.0 |
| a211oi_1 | 8 | 60.1 |
| ha_1 | 7 | 87.6 |
| nor2b_4 | 3 | 41.3 |
| mux2_2 | 7 | 78.8 |
| buf_2 | 2 | 10.0 |
| nor2b_1 | 7 | 43.8 |
| a221oi_1 | 6 | 52.6 |
| inv_1 | 13 | 48.8 |
| and2_1 | 9 | 56.3 |
| nand2b_1 | 6 | 37.5 |
| a2111oi_0 | 6 | 52.6 |
| a221oi_2 | 3 | 45.0 |
| nor2_1 | 23 | 86.3 |
| clkbuf_1 | 5 | 18.8 |
| a21oi_1 | 4 | 20.0 |
| mux2i_1 | 23 | 230 |
| dfxtp_1 | 40 | 801 |
| buf_6 | 5 | 56.3 |
| o32ai_1 | 3 | 26.3 |
| a22oi_1 | 3 | 22.5 |
| o21ai_0 | 4 | 20.0 |
## cells in the final DEF, fill, tap and decap left out, types with 7 or more instances in the layout
master            n
ha_1              7
clkdlybuf4s50_1  21
a211oi_1          8
nor2b_1           7
mux2i_1          23
inv_1            13
mux2_2            7
nor2_1           23
and2_1            9
dfxtp_1          40
## worst max-delay path by stage
stage / end / startpoint / cells after the start / slack [ns]
final: bcd_temp[4]$_SDFFE_PP0P_ / bcd_temp[4]$_SDFFE_PP0P_ / 5 / 0.29
after global routing: bcd_temp[4]$_SDFFE_PP0P_ / bcd_temp[4]$_SDFFE_PP0P_ / 5 / 0.24
after CTS: bcd_temp[4]$_SDFFE_PP0P_ / bcd_temp[4]$_SDFFE_PP0P_ / 5 / 0.33
## cells by family (layout without fill, tap and decap cells)
kind of cell    count (synthesis)  after routing  share of synthesized area, %
simple gates                   59             59                          16.5
buf+inv                        27             47                          7.38
mux                            30             30                          15.3
fa+ha+maj                       7              7                          4.34
compound gates                 42             42                          16.7
flops                          40             40                          39.7
## power by group
part | switching [W] | internal [W] | leakage (nW) | total [W]
combinational | 0.000133 | 0.000141 | 0.502 | 0.000275
clock | 0.000276 | 0.000236 | 0.0400 | 0.000512
sequential | 0.0000557 | 0.000844 | 0.328 | 0.000900
## layer usage
layer	track usage, %	wire, um
met4	0.611	40
met1	7.63	1950
met2	8.51	1670
met5	0	0
met3	1.49	167
## per-stage QoR
stage	cell area (sq um)	hold WS, ns
floorplan	2020	0.437
global placement	2350	0.470
detailed placement	2350	0.470
CTS	2430	0.489
global route	2430	0.517
finish	2430	0.495
## registers in the layout, summed over array words and instances (netlist names)
| register | flops |
|---|---|
| bcd_temp | 12 |
| state | 4 |
| bcd | 12 |
| numberOfBits | 4 |
| binary_temp | 8 |
## critical path: stages (launching register included)
cell       delay (ns)
dfxtp_1          0.40
inv_1            0.10
ha_1             0.19
nand2b_1         0.20
a2111oi_0        0.59
a211oi_1         0.09
Power figures rest on the tool's default switching activity, not on a simulated workload.
